### design.v
`timescale 1ns / 1ps
module cordic_advanced #(
    parameter DATA_WIDTH = 18,           
    parameter ANGLE_WIDTH = 32,          
    parameter ITERATIONS = 18,           
    parameter PIPELINE_STAGES = 18       
)(
    input  wire                         clk,
    input  wire                         rst_n,
    input  wire                         enable,
    input  wire signed [DATA_WIDTH-1:0] x_in,
    input  wire signed [DATA_WIDTH-1:0] y_in,
    input  wire signed [ANGLE_WIDTH-1:0] z_in,           
    input  wire                         data_valid_in,
    output wire                         data_ready_out,
    output wire signed [DATA_WIDTH:0]   x_out,
    output wire signed [DATA_WIDTH:0]   y_out,
    output wire signed [ANGLE_WIDTH-1:0] z_out,
    output wire                         data_valid_out,
    input  wire                         data_ready_in,
    output wire                         overflow,
    output wire [15:0]                  iterations_count,
    output wire [31:0]                  throughput_counter
);
    localparam real CORDIC_GAIN = 1.646760258121;
    localparam signed [DATA_WIDTH-1:0] K_INVERSE = 
        (DATA_WIDTH == 16) ? 16'd19898 :
        (DATA_WIDTH == 18) ? 18'd79593 :
        (DATA_WIDTH == 20) ? 20'd318371 : 16'd19898;
    function [ANGLE_WIDTH-1:0] atan_lut;
        input integer idx;
        begin
            case(idx)
                0:  atan_lut = 32'h20000000;   
                1:  atan_lut = 32'h12E4051E;   
                2:  atan_lut = 32'h09FB385B;   
                3:  atan_lut = 32'h051111D4;   
                4:  atan_lut = 32'h028B0D43;   
                5:  atan_lut = 32'h0145D7E1;   
                6:  atan_lut = 32'h00A2F61E;   
                7:  atan_lut = 32'h00517C55;   
                8:  atan_lut = 32'h0028BE53;   
                9:  atan_lut = 32'h00145F2E;   
                10: atan_lut = 32'h000A2F98;   
                11: atan_lut = 32'h000517CC;   
                12: atan_lut = 32'h00028BE6;   
                13: atan_lut = 32'h000145F3;   
                14: atan_lut = 32'h0000A2F9;
                15: atan_lut = 32'h0000517D;
                16: atan_lut = 32'h000028BE;
                17: atan_lut = 32'h0000145F;
                18: atan_lut = 32'h00000A2F;
                19: atan_lut = 32'h00000518;
                20: atan_lut = 32'h0000028C;
                21: atan_lut = 32'h00000146;
                22: atan_lut = 32'h000000A3;
                23: atan_lut = 32'h00000051;
                24: atan_lut = 32'h00000028;
                25: atan_lut = 32'h00000014;
                26: atan_lut = 32'h0000000A;
                27: atan_lut = 32'h00000005;
                28: atan_lut = 32'h00000002;
                29: atan_lut = 32'h00000001;
                default: atan_lut = 32'h00000000;
            endcase
        end
    endfunction
    reg signed [DATA_WIDTH:0]   x_pipe [0:PIPELINE_STAGES];
    reg signed [DATA_WIDTH:0]   y_pipe [0:PIPELINE_STAGES];
    reg signed [ANGLE_WIDTH-1:0] z_pipe [0:PIPELINE_STAGES];
    reg                         valid_pipe [0:PIPELINE_STAGES];
    reg [15:0] iteration_counter;
    reg [31:0] throughput_cnt;
    reg        overflow_flag;
    assign data_ready_out = enable;
    assign data_valid_out = valid_pipe[PIPELINE_STAGES];
    assign iterations_count = iteration_counter;
    assign throughput_counter = throughput_cnt;
    assign overflow = overflow_flag;
    wire [1:0] quadrant;
    assign quadrant = z_in[ANGLE_WIDTH-1:ANGLE_WIDTH-2];
    always @(posedge clk or negedge rst_n) begin
        if (!rst_n) begin
            x_pipe[0] <= 0;
            y_pipe[0] <= 0;
            z_pipe[0] <= 0;
            valid_pipe[0] <= 0;
        end else if (enable && data_valid_in) begin
            valid_pipe[0] <= 1'b1;
            case (quadrant)
                2'b00, 2'b11: begin   
                    x_pipe[0] <= {x_in[DATA_WIDTH-1], x_in};
                    y_pipe[0] <= {y_in[DATA_WIDTH-1], y_in};
                    z_pipe[0] <= z_in;
                end
                2'b01: begin   
                    x_pipe[0] <= -{y_in[DATA_WIDTH-1], y_in};
                    y_pipe[0] <= {x_in[DATA_WIDTH-1], x_in};
                    z_pipe[0] <= {2'b00, z_in[ANGLE_WIDTH-3:0]};
                end
                2'b10: begin   
                    x_pipe[0] <= {y_in[DATA_WIDTH-1], y_in};
                    y_pipe[0] <= -{x_in[DATA_WIDTH-1], x_in};
                    z_pipe[0] <= {2'b11, z_in[ANGLE_WIDTH-3:0]};
                end
            endcase
        end else begin
            valid_pipe[0] <= 0;
        end
    end
    genvar i;
    generate
        for (i = 0; i < PIPELINE_STAGES; i = i + 1) begin : cordic_pipeline
            wire decision_sign;
            wire signed [DATA_WIDTH:0] x_shifted, y_shifted;
            assign x_shifted = x_pipe[i] >>> i;
            assign y_shifted = y_pipe[i] >>> i;
            assign decision_sign = z_pipe[i][ANGLE_WIDTH-1];
            always @(posedge clk or negedge rst_n) begin
                if (!rst_n) begin
                    x_pipe[i+1] <= 0;
                    y_pipe[i+1] <= 0;
                    z_pipe[i+1] <= 0;
                    valid_pipe[i+1] <= 0;
                end else if (enable) begin
                    valid_pipe[i+1] <= valid_pipe[i];
                    if (valid_pipe[i]) begin
                        if (decision_sign) begin   
                            x_pipe[i+1] <= x_pipe[i] + y_shifted;
                            y_pipe[i+1] <= y_pipe[i] - x_shifted;
                            z_pipe[i+1] <= z_pipe[i] + atan_lut(i);
                        end else begin   
                            x_pipe[i+1] <= x_pipe[i] - y_shifted;
                            y_pipe[i+1] <= y_pipe[i] + x_shifted;
                            z_pipe[i+1] <= z_pipe[i] - atan_lut(i);
                        end
                    end else begin
                        x_pipe[i+1] <= x_pipe[i];
                        y_pipe[i+1] <= y_pipe[i];
                        z_pipe[i+1] <= z_pipe[i];
                    end
                end
            end
        end
    endgenerate
    assign x_out = x_pipe[PIPELINE_STAGES];
    assign y_out = y_pipe[PIPELINE_STAGES];
    assign z_out = z_pipe[PIPELINE_STAGES];
    always @(posedge clk or negedge rst_n) begin
        if (!rst_n) begin
            overflow_flag <= 0;
        end else begin
            if (valid_pipe[PIPELINE_STAGES]) begin
                overflow_flag <= (x_pipe[PIPELINE_STAGES] == {1'b1, {DATA_WIDTH{1'b0}}}) ||
                                 (y_pipe[PIPELINE_STAGES] == {1'b1, {DATA_WIDTH{1'b0}}});
            end
        end
    end
    always @(posedge clk or negedge rst_n) begin
        if (!rst_n) begin
            iteration_counter <= 0;
            throughput_cnt <= 0;
        end else begin
            if (data_valid_in && enable)
                iteration_counter <= iteration_counter + 1;
            if (data_valid_out && data_ready_in)
                throughput_cnt <= throughput_cnt + 1;
        end
    end
endmodule
module cordic_sincos #(
    parameter DATA_WIDTH = 18,
    parameter ANGLE_WIDTH = 32,
    parameter PIPELINE_STAGES = 18
)(
    input  wire                         clk,
    input  wire                         rst_n,
    input  wire                         enable,
    input  wire signed [ANGLE_WIDTH-1:0] angle,
    input  wire                         angle_valid,
    output wire                         angle_ready,
    output wire signed [DATA_WIDTH:0]   cos_out,
    output wire signed [DATA_WIDTH:0]   sin_out,
    output wire                         result_valid,
    input  wire                         result_ready
);
    localparam signed [DATA_WIDTH-1:0] K_INV = 
        (DATA_WIDTH == 16) ? 16'd19898 :
        (DATA_WIDTH == 18) ? 18'd79593 :
        (DATA_WIDTH == 20) ? 20'd318371 : 16'd19898;
    wire overflow;
    wire [15:0] iter_count;
    wire [31:0] throughput;
    cordic_advanced #(
        .DATA_WIDTH(DATA_WIDTH),
        .ANGLE_WIDTH(ANGLE_WIDTH),
        .ITERATIONS(PIPELINE_STAGES),
        .PIPELINE_STAGES(PIPELINE_STAGES)
    ) cordic_core (
        .clk(clk),
        .rst_n(rst_n),
        .enable(enable),
        .x_in(K_INV),
        .y_in({DATA_WIDTH{1'b0}}),
        .z_in(angle),
        .data_valid_in(angle_valid),
        .data_ready_out(angle_ready),
        .x_out(cos_out),
        .y_out(sin_out),
        .z_out(),
        .data_valid_out(result_valid),
        .data_ready_in(result_ready),
        .overflow(overflow),
        .iterations_count(iter_count),
        .throughput_counter(throughput)
    );
endmodule
### run.sh
#!/bin/bash
# OpenROAD 26Q1-2900-gdf79404cd8, Yosys 0.63+post, stock flow scripts
make -C /OpenROAD-flow-scripts/flow DESIGN_CONFIG=/design/flow/config.mk WORK_HOME=/design/flow/orfs finish
### config.mk
export PLATFORM = sky130hd
export DESIGN_NAME = cordic_sincos
export DESIGN_NICKNAME = cordic_sincos
export VERILOG_FILES = /design/flow/design.v
export SDC_FILE = /design/flow/constraint.sdc
export NUM_CORES = 4
export LEC_CHECK = 1
export CORE_UTILIZATION = 40
### constraint.sdc
current_design cordic_sincos

set clk_period 15.5
set clk_io_pct 0.2

create_clock -name clk0 -period $clk_period [get_ports {clk}]

set non_clock_inputs [all_inputs -no_clocks]
set_input_delay [expr $clk_period * $clk_io_pct] -clock clk0 $non_clock_inputs
set_output_delay [expr $clk_period * $clk_io_pct] -clock clk0 [all_outputs]
==> reports/results.ini <==
[global_routing]
grt_pass1_wl_mm=467
grt-ovfl-total=0
grtUsageTotal=0.208
grt_max_degree=152
grt_pass1_vias=88300
antenna_found_initial=5

[flow_run]
cap_violations=0
warnings=73

[clock_tree]
cts_htree_levels=4
tritoncts.num_buffers=165
postCtsResizedCells=0
path_clk_slew_ps=60
clock_sinks=1248
cts_setup_buffers=0
hold_buffers=0
cts_tree=built
worstSkewPairLatency_ps=840
root_buffer=clkbuf_16
cts_buffer_depth=4

[setup_path]
worstSetupEndpointType=flop
cp.required_ps=16190
crit_buf_inv=8
slowest_delay_ps=700
crit_top_cell=buf_4
path_class=primary input to flop
cpLargestDelayFamily=buffers and inverters
arrival_ps=8370
start_kind=primary input
path_cells=buf_16, buf_4, buf_4, buf_4, buf_4, buf_4, buf_4, buf_12, mux2_2
cp_max_fo=151
slowest_stage=buf_4

[finish]
stdcell_count=17000
drive_above_1_share=0.0473
fin_util=0.439
syn2layout_area_growth_pct=8.92

[place]
routabilityCongestion=0.923
io_buffers=75
dp_slack_ps=7030
dpl.cell_count=16700
hpwl_mm=215

[status]
status=finished, final reports clean

[synthesis]
yosys_area_sq_um=112000
synthArstFlopShare=1.00
synth-seq-cells=1248
edf_count=0
synth_area_per_cell_sq_um=8.37
ys_cells=13300
ys_seq_share=0.280
synthFlopType=dfrtp_1
ys_warn_count=5
syn-instance-count=13300
syn_area_sq_um=112000
ys_types=86

[timing]
max_slew_margin=0.306
finalClockPeriodUsage=0.496
maxSlewViolCount=0
skew_ps=58.9
rsz0062_at_grt=false
fmax_ghz=0.130
tightest_slew_ps=1030
hold_viol_final=0
setup_viol=0
layout_setup_ws_ps=7820
fin_tns_setup_ps=0
whs_ps=481
finalCriticalPeriod_ps=7680

[floorplan]
ios=77
fp_util=0.403
rows=193
coreArea_sq_um=277000
fp.dieW_microns=530
die_area_sq_um=281000
die_y_microns=530

[drt]
dr.pass1.iters=6
drtIter0Drc=4661
wl_mm=284
detail-route-antenna-nets=0
vias=92900
vias_per_cell=5.46
drc=0
routedWlPerCell_microns=16.7

[min_path]
min-delay-path-class=flop to flop

==> worst min-delay path, delay by kind of cell, from the launching register on <==
family / cells / cell delay [ps]
AOI/OAI and AO/OA: 1 / 60
DFF: 1 / 340
and+or+nand+nor: 1 / 50
==> path summary, 6_finish.rpt <==
check                      depth (start not counted)                                  start                                      to  slack, ps
max                                                9                                 enable   cordic_core.y_pipe[17][8]$_DFFE_PN0P_       7820
min                                                2   cordic_core.z_pipe[0][2]$_DFFE_PN0P_    cordic_core.z_pipe[1][2]$_DFFE_PN0P_        480
max reg2reg                                       14  cordic_core.z_pipe[1][31]$_DFFE_PN0P_   cordic_core.y_pipe[2][18]$_DFFE_PN0P_      10770
min reg2reg                                        2   cordic_core.z_pipe[0][2]$_DFFE_PN0P_    cordic_core.z_pipe[1][2]$_DFFE_PN0P_        480
max in group asynchronous                          5                                  rst_n  cordic_core.valid_pipe[16]$_DFFE_PN0P_      10260
min in group asynchronous                          1                                  rst_n   cordic_core.z_pipe[0][23]$_DFFE_PN0P_       2190
==> area by class of cell <==
class / instances / area [sq um]
fillers: 27000 / 155000
multi-input cells: 11000 / 76400
flip-flops and latches: 1248 / 31300
clock buffers: 232 / 4770
well taps: 3705 / 4640
repair buffers: 222 / 1950
inverters: 511 / 1930
clock inverters: 55 / 519
diodes: 4 / 10.0
==> through the flow <==
step                cell area [sq um]
floorplan                      112000
global placement               116000
detailed placement             116000
CTS                            121000
global route                   121000
finish                         122000
==> Yosys cell counts (69+ instances only) <==
| cell | instances | share of area |
|---|---|---|
| o211ai_1 | 69 | 0.0046 |
| a21o_1 | 495 | 0.033 |
| mux2i_1 | 730 | 0.066 |
| nand2_1 | 604 | 0.020 |
| o21bai_1 | 100 | 0.0067 |
| nand4_1 | 69 | 0.0039 |
| o21a_1 | 124 | 0.0083 |
| inv_1 | 499 | 0.017 |
| buf_1 | 95 | 0.0032 |
| dfrtp_1 | 1248 | 0.28 |
| xnor2_1 | 825 | 0.065 |
| xor2_1 | 353 | 0.028 |
| nand2b_1 | 128 | 0.0072 |
| o31ai_1 | 72 | 0.0048 |
| nand3_1 | 254 | 0.011 |
| a21oi_1 | 1849 | 0.083 |
| a211oi_1 | 163 | 0.011 |
| o21ai_0 | 611 | 0.027 |
| clkbuf_1 | 431 | 0.015 |
| a31oi_1 | 166 | 0.0093 |
| mux2_2 | 125 | 0.013 |
| and3_1 | 81 | 0.0045 |
| nor2_1 | 1781 | 0.060 |
| or3_1 | 73 | 0.0041 |
| nor2b_1 | 187 | 0.010 |
| ha_1 | 1191 | 0.13 |
| nor3_1 | 289 | 0.013 |
==> logic make-up (layout without fill, tap and decap cells) <==
logic type,after synthesis,count (layout),share of synthesized area
AND-OR/OR-AND,4111,4111,0.225
XOR/XNOR,1178,1178,0.0925
adder cells (fa/ha/maj),1241,1241,0.143
buffers and inverters,1040,1020,0.0351
flip-flops,1248,1248,0.280
multiplexers,855,855,0.0781
other,0,4,0
AND/OR/NAND/NOR,3663,3663,0.147
==> state kept, by name (all words and copies together) (netlist names) <==
name                    count
cordic_core.y_pipe        344
cordic_core.x_pipe        341
cordic_core.z_pipe        544
cordic_core.valid_pipe     19
==> per-layer routing <==
metal,GRT usage,wire (microns),part of all wire,up-vias
met4,0.0535,8660,0.030,2
met5,0,13,0.000046,-
li1,-,-,-,48100
met2,0.359,139000,0.49,1249
met1,0.280,127000,0.45,43100
met3,0.0228,8940,0.031,446
==> layout by cell type (no fill, tap or decap), drive strengths merged, types with 73 or more instances in the layout <==
cell type and count:
a211oi 163, a21o 495, a21oi 1854, a31oi 166, and3 81, buf 149
clkbuf 232, clkdlybuf4s50 73, dfrtp 1248, ha 1191, inv 503, mux2 125
mux2i 730, nand2 604, nand2b 128, nand3 254, nor2 1781, nor2b 187
nor3 289, o21a 124, o21ai 644, o21bai 100, o31ai 74, or3 73
xnor2 825, xor2 353
